**flow/design.v**
```verilog
module counter (
    input clk,
    input rst,
    input inc,
    input dec,
    output reg [3:0] count
);
reg        enable;
reg [3:0] mux_out;
always @ (*)
    enable = inc | dec;
always @ (*)
    begin
      case (inc)
        1'b0: mux_out = count - 1;
        1'b1: mux_out = count + 1;
      endcase
    end
always @ (posedge clk)
    if (rst)
        count <= #1 0;
    else if (enable)
        count <= #1 mux_out;
endmodule
```
**flow/run.sh**
```bash
#!/bin/bash
# OpenROAD 26Q1-2900-gdf79404cd8, Yosys 0.63+post, stock flow scripts
make -C /OpenROAD-flow-scripts/flow DESIGN_CONFIG=/design/flow/config.mk WORK_HOME=/design/flow/orfs finish
```
**flow/config.mk**
```make
export PLATFORM = sky130hd
export DESIGN_NAME = counter
export DESIGN_NICKNAME = counter
export VERILOG_FILES = /design/flow/design.v
export SDC_FILE = /design/flow/constraint.sdc
export NUM_CORES = 4
export LEC_CHECK = 1
export CORE_AREA = 10 10 70 70
export DIE_AREA = 0 0 80 80
```
**flow/constraint.sdc**
```tcl
current_design counter

set clk_period 1.8
set clk_io_pct 0.2

create_clock -name clk0 -period $clk_period [get_ports {clk}]

set non_clock_inputs [all_inputs -no_clocks]
set_input_delay [expr $clk_period * $clk_io_pct] -clock clk0 $non_clock_inputs
set_output_delay [expr $clk_period * $clk_io_pct] -clock clk0 [all_outputs]
```
==> changes_impl.md <==
### Changed

* Status: complete, no violations
* Power density cells at 809.6 nW/um2
* WHS Path Cells at 2
* Tool Warnings at 25
* Initial antenna violation count at 0
* Slew margin rel. at between 80% and 90%
* Yosys warns at 1
* DRT antenna net count at 0
* Mapped Area at 260.3 um2
* Synth logic family: simple AND/OR/NAND/NOR gates
* Most numerous logic cell after layout: clkdlybuf4s50_1
* Via density at 2.807
* DR iter-0 viols at 5
* Num CTS Buffers at 3
* Hold bufs inserted after CTS at 0
* DR vias at about 250
* Share of cells above drive strength 1 at 21.43%
* Ys flops at 4
* Largest register FFs at 4
* Max Slew Vio Count at 0
* H-Tree Depth at 1
* Worst Reg-to-Reg Cells at 4
* Drt pass-1 iters at 2
* Basic Gates by Area at 29.33%
* Final setup violation count at 0
* Number of diodes at 0
* Reg-to-reg critical path startpoint: count[2]$_SDFFE_PP0P_
* Sink Count at 4
* Max Clock Freq at 0.5958 GHz
* Worst clock skew at 0.005321 ns
* Die width at 80 um
* Routability Congestion at 0.7076
* Stages on worst setup path at 6
* Xor and xnor area share after synthesis at 6.731%
* Met2 wire len at 290 um
* Die area at 6400 um2
* Clk latency of the worst-skew pair at 0.23 ns
* Crit end category: flip-flop
* Top Metal Used: met3
* Adder-cell share of the synthesized area at 17.31%
* Met3 Wirelength at 51 um
* CP Launch Type: input port
* Mux share at 0%
* Initial Util at 7.619%
* Max incr delay on CP at 0.48 ns
* Post-CTS setup buffers at 0
* PortBufs at 7
* Capture point of the worst path: count[3]$_SDFFE_PP0P_
* MaxCap Viol Count at 0
* CP arrival at 1.81 ns
* Area delta synth->final at 66.35%
* Biggest registers after layout: count x4
* CP max stage cell: clkdlybuf4s50_1
* Syn avg cell area at 8.974 um2
* Most common logic cells in the final layout: clkdlybuf4s50_1, nor2_1, dfxtp_1
* Routed WL at between 600 and 700 um
* M1 WL at 276 um
* Tcrit/Tclk final at 93.24%
* IO Pins at 8
* Leak at 0.1652 nW
* Register area share after synthesis at ~30%
* Yosys Chip Area at approximately 260 um2
* Gate Count Post-Synth at 29
* RSZ-0062 raised after global routing: false
* Crit path from: inc
* Kind of critical path: input port to flip-flop
* Clock slew at reported path FFs at around 0.040 ns
* End of the worst register-to-register path: count[3]$_SDFFE_PP0P_
* Largest net degree at the start of global routing at 7
* CTS max path bufs at 2
* CTS tree: yes
* DR WL/cell at 7.023 um
* Final core occ at 12.67%
* Total track usage at 1.969%
* Critical path required time at slightly below 2 ns
* Final hold viol count at 0
* Largest Register: count
* First-pass GRT wire length at ~1.1 mm
* Root Buffer: clkbuf_4
* Ao+oa area frac at 14.42%
* WHS at 0.5161 ns
* Core Rows at 21
* Area of the core at 3416 um2
* Min Clock Period, post-route at between 1.5 and 2 ns
* Bufs and invs on worst path at 2
* Height of the die at 80 um
* Drt drc at 0
* Vias in the first global route at 277
* GR Overflow Total at 0
* CP Max Fanout at 3
* Filler cells at 394
* VDD IR-drop max at 0.1505 mV
* Synth cell types at 18
* R2r setup slk at 0.50 ns
* Worst Hold Class: flip-flop to flip-flop
* Crit-path cells: clkdlybuf4s50_1, inv_1, ha_1, a21oi_2, nand2_1, o311ai_1
* Largest delay contributor family on the critical path: buffers and inverters
* Post_cts resized at 0
* Yosys cell count at 29
* Slew @ Worst Pin at about 0.24 ns
-- cell usage after synthesis --
master / instances / area, um2
nand2b_2: 1 / 8.760
nand2_1: 2 / 7.510
inv_1: 1 / 3.750
xor2_1: 2 / 17.52
a21oi_1: 1 / 5.000
dfxtp_1: 4 / 80.08
o21ai_0: 1 / 5.000
nand4_1: 1 / 6.260
ha_1: 2 / 25.02
nand2b_1: 2 / 12.51
nor3_1: 2 / 10.01
fa_1: 1 / 20.02
a221o_1: 1 / 10.01
a21oi_2: 1 / 8.760
nor2_1: 4 / 15.01
nor2b_1: 1 / 6.260
o311ai_1: 1 / 8.760
nand3_2: 1 / 10.01
-- cell type report --
cell class | instances | area [um2] | share of cell area, %
inverter | 1 | 3.754 | 0.8671
tap | 46 | 57.56 | 13.29
sequential | 4 | 80.08 | 18.50
clock buffer | 3 | 22.52 | 5.202
multi-input combinational | 24 | 176.4 | 40.75
timing repair buffer | 10 | 92.59 | 21.39
-- report_power, final --
| part | internal, mW | switching (mW) | total [mW] |
|---|---|---|---|
| registers | 0.105 | 0.0168 | 0.122 |
| logic | 0.0726 | 0.0464 | 0.119 |
| clock network | 0.0745 | 0.0354 | 0.110 |
-- tightest hold or removal path, cell delays in order, from the launching register on --
cell and delay, ns:
dfxtp_1 0.34, nand2_1 0.07, a21oi_1 0.06
-- cell families after synthesis --
kind of cell	count (synthesis)
AND/OR/NAND/NOR	14
buffers and inverters	1
XOR/XNOR	2
AND-OR/OR-AND	5
flip-flops	4
adder cells (fa/ha/maj)	3
-- worst min-delay path by stage --
stage	start	end	slack, ns
after global routing	count[1]$_SDFFE_PP0P_	count[1]$_SDFFE_PP0P_	0.55
after CTS	count[1]$_SDFFE_PP0P_	count[1]$_SDFFE_PP0P_	0.52
final	count[1]$_SDFFE_PP0P_	count[1]$_SDFFE_PP0P_	0.52
-- routing by layer --
layer	track usage (%)	vias to the layer above
li1	-	130
met1	2.330	112
met2	3.050	5
met3	0.7955	0
met4	0.8803	0
met5	0	-
-- through the flow --
stage,power (mW),worst slack [ns],cell area [um2],cells,TNS (ns)
6_report,0.3505,0.1216,432.9,88,0
5_1_grt,0.3870,0.04728,432.9,88,0
4_1_cts,0.3623,0.1293,432.9,88,0
3_5_place_dp,0.2436,-0.1029,410.4,85,-0.2598
3_3_place_gp,0.2396,-0.09546,410.4,85,-0.2029
2_1_floorplan,0.1796,0.4619,260.3,29,0
Power figures rest on the tool's default switching activity, not on a simulated workload.
